--- flow/design.v ---
module async_fifo #(parameter DATA_WIDTH = 8, DEPTH = 16)(
    input wclk,
    input w_rstn,
    input rclk,
    input r_rstn,
    input we,
    input re,
    input [DATA_WIDTH-1:0] data_in,
    output [DATA_WIDTH-1:0] data_out,
    output h_full,
    output full,
    output empty
    );
    localparam PTR_WIDTH = $clog2(DEPTH);  
    wire [PTR_WIDTH:0] g_wptr_s, g_rptr_s;
    wire [PTR_WIDTH:0] b_wptr, b_rptr;
    wire [PTR_WIDTH:0] g_wptr, g_rptr;
    wire [PTR_WIDTH-1:0] raddr, waddr;
    synchronizer #(PTR_WIDTH) wptr_sync (.clk(rclk), .rstn(r_rstn), .d_in(g_wptr), .d_out(g_wptr_s));
    synchronizer #(PTR_WIDTH) rptr_sync (.clk(wclk), .rstn(w_rstn), .d_in(g_rptr), .d_out(g_rptr_s)); 
    wptr_ctrl #(.PTR_WIDTH(PTR_WIDTH), .DEPTH(DEPTH)) wptr_control (.wclk(wclk), .w_rstn(w_rstn), .we(we),
                    .g_rptr_s(g_rptr_s), .b_wptr(b_wptr), .g_wptr(g_wptr), .h_full(h_full), .full(full));
    rptr_ctrl #(.PTR_WIDTH(PTR_WIDTH)) rptr_control (.rclk(rclk), .r_rstn(r_rstn), .re(re), .g_wptr_s(g_wptr_s),
                    .b_rptr(b_rptr), .g_rptr(g_rptr), .empty(empty));
    fifo_memory #(.DEPTH(DEPTH), .DATA_WIDTH(DATA_WIDTH), .PTR_WIDTH(PTR_WIDTH)) fmemory (.wclk(wclk), .we(we),
                    .b_wptr(b_wptr), .b_rptr(b_rptr), .data_in(data_in), .full(full), .data_out(data_out));
endmodule
module fifo_memory #(parameter DEPTH = 16, DATA_WIDTH = 8, PTR_WIDTH = 4)(
    input wclk, we,
    input [PTR_WIDTH:0] b_wptr, b_rptr,
    input [DATA_WIDTH-1:0] data_in,
    input full,
    output [DATA_WIDTH-1:0] data_out
    );
    reg [DATA_WIDTH-1:0] memory [DEPTH-1:0];
    always@(posedge wclk) begin
        if(we & !full) begin
            memory[b_wptr[PTR_WIDTH-1:0]] <= data_in;
         end
     end
    assign data_out = memory[b_rptr[PTR_WIDTH-1:0]];
endmodule
module g2b_converter #(parameter PTR_WIDTH = 4)(
    input [PTR_WIDTH:0] gray,
    output[PTR_WIDTH:0] bin
    );
    assign bin[PTR_WIDTH] = gray[PTR_WIDTH];
    for(genvar i = PTR_WIDTH - 1; i >= 0; i = i-1) begin
        assign bin[i] = gray[i] ^ bin[i+1];
    end
endmodule
module rptr_ctrl #(parameter PTR_WIDTH = 4)(
    input rclk, r_rstn, re,
    input [PTR_WIDTH:0] g_wptr_s,
    output[PTR_WIDTH:0] b_rptr, g_rptr,
    output empty
    );
    wire [PTR_WIDTH:0] b_rptr_next;
    wire [PTR_WIDTH:0] g_rptr_next;
    wire [PTR_WIDTH:0] b_wptr_s;
    wire wrap_around;
    reg recently_empty;
    reg recently_empty_count;
    wire [PTR_WIDTH-1:0] max_ptr = (1 << PTR_WIDTH) - 1;  
    reg [PTR_WIDTH:0] g_rptr_temp;    
    reg [PTR_WIDTH:0] b_rptr_temp; 
    reg empty_temp;  
    reg [PTR_WIDTH:0] fifo_count;
    always @(b_wptr_s or b_rptr) begin
        if (wrap_around) begin
            fifo_count = (max_ptr - b_rptr[PTR_WIDTH-1:0]) + b_wptr_s[PTR_WIDTH-1:0]; 
        end else begin
            fifo_count = b_wptr_s[PTR_WIDTH-1:0] - b_rptr[PTR_WIDTH-1:0];  
        end    
    end
    always @(*)begin
        if(fifo_count == 0 )begin
            recently_empty = 1;
            recently_empty_count = 0;
        end else if (re && !empty && recently_empty_count == 0 && recently_empty == 1) begin
            recently_empty_count = 1;     
        end else if (re && !empty && recently_empty_count == 1 && recently_empty == 1) begin
            recently_empty = 0;
            recently_empty_count = 0;
        end
    end   
    assign b_rptr_next = (recently_empty == 1)?  (b_rptr) : (b_rptr + (re && !empty));
    assign g_rptr_next = (b_rptr_next >> 1) ^ b_rptr_next;
    always@(posedge rclk or negedge r_rstn) begin
        if(!r_rstn) begin
            b_rptr_temp <= 0;
            g_rptr_temp <= 0;
        end else begin
            b_rptr_temp <= b_rptr_next;
            g_rptr_temp <= g_rptr_next;
        end
    end
    always@(posedge rclk or negedge r_rstn) begin
        if(!r_rstn) begin
            empty_temp <= 1;
        end else begin
            empty_temp <= (g_wptr_s == g_rptr_next);
        end
    end
    g2b_converter #(.PTR_WIDTH(PTR_WIDTH)) g2b (
    .gray(g_wptr_s),
    .bin( b_wptr_s)
    );  
    assign wrap_around = b_rptr[PTR_WIDTH] ^ b_wptr_s[PTR_WIDTH];  
    assign b_rptr = b_rptr_temp;
    assign g_rptr = g_rptr_temp;
    assign empty = empty_temp;
endmodule
module synchronizer #(parameter PTR_WIDTH = 4) (
    input clk, rstn,
    input [PTR_WIDTH:0] d_in, 
    output[PTR_WIDTH:0] d_out
    );
    reg [PTR_WIDTH:0] q;
    reg [PTR_WIDTH:0] d_out_temp;
    always@(posedge clk) begin
        if(!rstn) begin
          q <= 0;
          d_out_temp <= 0;
        end else begin
          q <= d_in;
          d_out_temp <= q;
        end
    end
    assign d_out = d_out_temp;
endmodule
module wptr_ctrl #(parameter PTR_WIDTH = 4, DEPTH  = 16)(
    input wclk, w_rstn, we,
    input [PTR_WIDTH:0] g_rptr_s,
    output[PTR_WIDTH:0] b_wptr, g_wptr,
    output h_full,
    output full
    );
    wire [PTR_WIDTH:0] b_wptr_next;
    wire [PTR_WIDTH:0] g_wptr_next;  
    reg [PTR_WIDTH:0] g_wptr_temp;    
    reg [PTR_WIDTH:0] b_wptr_temp;
    reg h_full_temp;
    reg full_temp;
    wire [PTR_WIDTH:0] b_rptr_s;
    wire wrap_around;
    wire [PTR_WIDTH-1:0] max_ptr = (1 << PTR_WIDTH) - 1;  
    reg [PTR_WIDTH:0] fifo_count;
    assign b_wptr_next = b_wptr + (we && !full);
    assign g_wptr_next = (b_wptr_next >> 1) ^ b_wptr_next;
    always@(posedge wclk or negedge w_rstn) begin
        if(!w_rstn) begin
          b_wptr_temp <= 0; 
          g_wptr_temp <= 0;
        end
        else begin
          b_wptr_temp <= b_wptr_next;  
          g_wptr_temp <= g_wptr_next;  
        end
    end
    always @(b_wptr or b_rptr_s) begin
        if (wrap_around) begin
            fifo_count = (max_ptr - b_rptr_s[PTR_WIDTH-1:0]) + b_wptr[PTR_WIDTH-1:0]; 
        end else begin
            fifo_count = b_wptr[PTR_WIDTH-1:0] - b_rptr_s[PTR_WIDTH-1:0];  
        end    
    end
  always@(posedge wclk or negedge w_rstn) begin
        if(!w_rstn)begin
            h_full_temp <= 0;
            full_temp <= 0;
        end else begin
            h_full_temp <= (fifo_count >= (DEPTH-1) >> 1)? 1:0;
            full_temp <= (fifo_count >= DEPTH-1)? 1:0;     
        end
  end
  g2b_converter #(.PTR_WIDTH(PTR_WIDTH)) g2b (
    .gray(g_rptr_s),
    .bin(b_rptr_s)
    );  
  assign wrap_around = b_rptr_s[PTR_WIDTH] ^ b_wptr[PTR_WIDTH];  
  assign b_wptr = b_wptr_temp;
  assign g_wptr = g_wptr_temp; 
  assign h_full = h_full_temp;  
  assign full = full_temp;  
endmodule
--- flow/run.sh ---
#!/bin/bash
# OpenROAD 26Q1-2900-gdf79404cd8, Yosys 0.63+post, stock flow scripts
make -C /OpenROAD-flow-scripts/flow DESIGN_CONFIG=/design/flow/config.mk WORK_HOME=/design/flow/orfs finish
--- flow/config.mk ---
export PLATFORM = sky130hd
export DESIGN_NAME = async_fifo
export DESIGN_NICKNAME = async_fifo
export VERILOG_FILES = /design/flow/design.v
export SDC_FILE = /design/flow/constraint.sdc
export NUM_CORES = 4
export LEC_CHECK = 1
export CORE_UTILIZATION = 30
--- flow/constraint.sdc ---
current_design async_fifo

set clk_period 4.8
set clk_io_pct 0.2

create_clock -name clk0 -period $clk_period [get_ports {rclk}]
create_clock -name clk1 -period $clk_period [get_ports {wclk}]

set non_clock_inputs [all_inputs -no_clocks]
set_input_delay [expr $clk_period * $clk_io_pct] -clock clk0 $non_clock_inputs
set_output_delay [expr $clk_period * $clk_io_pct] -clock clk0 [all_outputs]
==> results.py <==
# Metrics from the implementation run
metrics = {
    "status": {
        "outcome": "completed",
    },
    "route": {
        "drc": 0,
        "avgRoutedWirePerCell_um": 17.28,
        "detailroute.via_count": 3695,
        "postRouteWirelength_um": 13930,
        "dr_pass1_iterations": 5,
        "detailedRoute.firstIterationViolations": 249,
        "via_density_per_instance": 4.584,
        "postRouteAntennaNets": 0,
    },
    "logic_synthesis": {
        "enable_flop_cells": 128,
        "synth_top_cell_by_area": "sky130_fd_sc_hd__edfxtp_1",
        "post_synth_and_or_nand_nor_area_fraction_pct": 6.408,
        "mux_share_pct": 13.49,
        "synth-area-yosys_um2": 7204,
        "post_synth_ao_oa_area_fraction_pct": 3.265,
        "synth.lib_cells_used.distinct": 53,
        "async_flop_share_pct": 12.28,
        "main_logic_family_after_synthesis": "multiplexers",
        "avgSynthCellArea_um2": 17.07,
        "yosys.area_share.xor_xnor_pct": 4.446,
        "netlist.area_leader.share_pct": 53.35,
        "post_synth_instance_area_um2": 7204,
        "ff_type": "sky130_fd_sc_hd__edfxtp_1",
        "numSynthFlops": 171,
        "cells_in_synth_stat_txt": 422,
        "yosys.area_share.adder_pct": 3.543,
        "top_cells_by_area": "sky130_fd_sc_hd__edfxtp_1, sky130_fd_sc_hd__mux4_2, sky130_fd_sc_hd__dfrtp_1",
        "ys.warnings.count": 8,
        "synthCells": 422,
    },
    "setup_path": {
        "critPathRequiredTime_ns": 3.84,
        "crit_path_cell_trace": "buf_4, mux4_2, mux4_2, clkdlybuf4s50_1",
        "end_kind": "output port",
        "reg2reg_slack_ns": 1.50,
        "timing.critical_path.slowest_cell_delay_ns": 0.69,
        "crit_slowest_cell": "sky130_fd_sc_hd__dfrtp_2",
        "timing.critical_path.arrival_ns": 2.78,
        "crit_top_cell": "sky130_fd_sc_hd__mux4_2",
        "setup.worst_path.class": "flip-flop to output port",
        "worst_setup_path_start_kind": "flip-flop",
        "worstPathMaxFanout": 15,
    },
    "floorplan": {
        "die_x_size_um": 157.0,
        "fp-utilization_pct": 30.60,
        "standard_cell_row_count": 56,
        "die_extent_in_y_um": 157.0,
        "floorplan.die_area_um2": 24640,
        "total_i_o_pin_count": 25,
        "placeable_core_region_um2": 23540,
    },
    "clock_tree": {
        "cts_resized": 0,
        "post_cts_buffers": 0,
        "cts_tree": "yes",
        "cts_hold_repair.buffers": 0,
        "clkTransAtPathRegs_ns": 0.07,
    },
    "layout": {
        "post_layout_nonfiller_instances": 806,
        "area_growth_syn_to_layout_pct": 19.83,
        "layout.cells.most_common": "sky130_fd_sc_hd__edfxtp_1",
        "finish.instance_area_um2": 8633,
        "post_route_cells_drive_above_1_share_pct": 22.84,
        "layout.cells.most_common_list": "sky130_fd_sc_hd__edfxtp_1, sky130_fd_sc_hd__mux4_2, sky130_fd_sc_hd__clkdlybuf4s50_1",
    },
    "power": {
        "p_leak_nw": 3.013,
        "vdd_drop_max_mv": 0.2936,
        "fin_total_pwr_mw": 5.571,
        "power.density_nw_per_um2": 645.3,
    },
    "final_timing": {
        "finalClockSkew_ns": 0.01313,
        "number_of_pins_exceeding_their_max_slew_limit_in_the_final_report": 0,
        "count_of_unclocked_register_or_latch_pins": 2,
        "final.setup.tns_ns": 0,
        "untimed_endpoints": 2,
        "timing.final.setup_violations": 0,
        "grt_setup_unrepaired": "no",
        "report.final.hold_viol_count": 0,
        "worst_slew_margin_rel_pct": 49.55,
        "worst_pin_slew_ns": 0.7567,
    },
    "run": {
        "openroad.warnings": 28,
        "max_cap_violations": 0,
    },
    "global_route": {
        "groute.usage.overall_pct": 12.90,
        "grt_max_degree": 33,
        "first_pass_grt_wire_length_um": 22110,
        "vias_in_the_first_global_route": 3975,
        "initial_antenna_violation_count": 2,
        "global_route.overflow_total": 0,
    },
    "hold_path": {
        "holdCritPathClass": "flip-flop to flip-flop",
    },
    "place": {
        "io_buffers": 23,
        "hpwl_um": 8795,
        "replace_congestion": 0.7895,
        "dp.cells": 769,
        "dpl-instance-area_um2": 7886,
    },
}
-- registers in the layout (all words and copies together) (netlist names), 4 cells and up --
name / cells
rptr_control.b_rptr_temp: 4
wptr_sync.q: 5
wptr_control.g_wptr_temp: 5
rptr_sync.d_out_temp: 5
wptr_control.b_wptr_temp: 4
wptr_sync.d_out_temp: 5
rptr_sync.q: 5
fmemory.memory: 128
rptr_control.g_rptr_temp: 5
-- through the flow --
step	util (%)	setup WS [ns]	hold WS [ns]
2_1_floorplan	-	1.844	0.4057
3_3_place_gp	33.50	1.314	0.4124
3_5_place_dp	33.50	1.305	0.4109
4_1_cts	36.66	0.9980	0.2983
5_1_grt	36.66	0.8962	0.3022
6_report	36.67	1.062	0.3081
-- logic make-up (layout without fill, tap and decap cells) --
family / Yosys count / after routing
AND/OR/NAND/NOR: 88 / 88
latches: 2 / 2
flip-flops: 169 / 169
AND-OR/OR-AND: 33 / 33
XOR/XNOR: 34 / 34
other: 0 / 1
buffers and inverters: 31 / 95
multiplexers: 47 / 47
adder cells (fa/ha/maj): 18 / 18
-- Yosys cell counts, types with 6 or more instances --
master                     count
sky130_fd_sc_hd__nor2_1       19
sky130_fd_sc_hd__xor2_1       13
sky130_fd_sc_hd__dfrtp_1      20
sky130_fd_sc_hd__ha_1         14
sky130_fd_sc_hd__clkbuf_1      6
sky130_fd_sc_hd__nand3_1       6
sky130_fd_sc_hd__edfxtp_1    128
sky130_fd_sc_hd__inv_1        12
sky130_fd_sc_hd__xnor2_1      18
sky130_fd_sc_hd__nand2_1      18
sky130_fd_sc_hd__dfxtp_1      20
sky130_fd_sc_hd__mux4_2       40
sky130_fd_sc_hd__mux2i_1       6
sky130_fd_sc_hd__and2_1       22
sky130_fd_sc_hd__a21oi_1       7
-- layout make-up --
cell class                      instances  area [um2]
Inverter                               16       60.06
Antenna cell                            1       2.502
Fill cell                            2171       14910
Multi-Input combinational cell        220        2245
Timing Repair Buffer                   43       380.4
Tap cell                              319       399.1
Sequential cell                       171        4802
Clock inverter                         15       230.2
Clock buffer                           21       514.2
-- worst paths after layout --
kind,start,to,cells after the start
worst max-delay path,rptr_control.b_rptr_temp[0],data_out[3],4
worst min-delay path,rptr_control.g_rptr_temp[0],rptr_sync.q[0],1
worst max register to register,rptr_sync.d_out_temp[4],wptr_control.full_temp,11
worst min register to register,rptr_control.g_rptr_temp[0],rptr_sync.q[0],1
max in group clk1,rptr_sync.d_out_temp[4],wptr_control.full_temp,11
max in group asynchronous,r_rstn,rptr_control.b_rptr_temp[0],1
min in group clk0,wptr_sync.q[1],wptr_sync.d_out_temp[1],1
min in group asynchronous,w_rstn,wptr_control.h_full_temp,2
-- power breakdown --
part           total [mW]  internal, mW  switching [mW]
sequential           1.99          1.79           0.203
combinational        1.95          1.03           0.917
clock                1.63          1.02           0.609
-- metal layers --
layer	global-route usage (%)	share of wire (%)	vias up
li1	-	-	1712
met1	16.51	39	1818
met2	19.79	47	142
met3	7.373	11	19
met4	2.101	1.8	4
met5	1.863	0.52	-
-- critical path, delay by kind of cell (launching register included) --
family   cells  cell delay, ns
flops        1            0.69
mux          2            1.03
buf+inv      2            0.79
Power figures rest on the tool's default switching activity, not on a simulated workload.
